**/design/flow/config.mk**
```make
export PLATFORM = sky130hd
export DESIGN_NAME = Arbiter_tree
export DESIGN_NICKNAME = Arbiter_tree
export VERILOG_FILES = /design/flow/design.v
export SDC_FILE = /design/flow/constraint.sdc
export NUM_CORES = 4
export LEC_CHECK = 1
export CORE_AREA = 10 10 92 92
export DIE_AREA = 0 0 102 102
```
**/design/flow/constraint.sdc**
```tcl
current_design Arbiter_tree

set clk_period 5.0
set clk_io_pct 0.2

create_clock -name clk0 -period $clk_period [get_ports {clk}]

set non_clock_inputs [all_inputs -no_clocks]
set_input_delay [expr $clk_period * $clk_io_pct] -clock clk0 $non_clock_inputs
set_output_delay [expr $clk_period * $clk_io_pct] -clock clk0 [all_outputs]
```
**/design/flow/design.v**
```verilog
`timescale 1ns / 1ns
module Arbiter_tree (
input clk,
input rst,
input[15:0] req,
output[3:0] grant_index,
output valid
);
wire[7:0] grant_level_1, request_level_1;
wire[7:0] grant_level_2;
wire[3:0] request_level_2;
wire[5:0] grant_level_3;
wire[1:0] request_level_3;
   genvar i;
   generate
   for(i=0; i<8; i=i+1)
      begin: arbiter_LEVEL_1
      Arbiter_cell_1 AB1(
      .clk (clk),
      .rst (rst),
      .req (req[(2*i)+1:2*i]),
      .req_out   (request_level_1[i]),
      .grant_out (grant_level_1[i])
      );
      end
   endgenerate
   generate
   for(i=0; i<4; i=i+1)
      begin: arbiter_LEVEL_2
      Arbiter_cell #(2) AB2(
      .clk (clk),
      .rst (rst),
      .req (request_level_1[(2*i)+1:2*i]),
      .grant (grant_level_1[(2*i)+1:2*i]),
      .req_out   (request_level_2[i]),
      .grant_out (grant_level_2[(2*i)+1:2*i])
      );
      end
   endgenerate
   generate
   for(i=0; i<2; i=i+1)
      begin: arbiter_LEVEL_3
       Arbiter_cell #(3) AB3(
       .clk (clk),
       .rst (rst),
       .req (request_level_2[(2*i)+1:2*i]),
       .grant (grant_level_2[(4*i)+3:4*i]),
       .req_out   (request_level_3[i]),
       .grant_out (grant_level_3[(3*i)+2:3*i])
       );
      end
   endgenerate
   Arbiter_cell #(4) AB4(
   .clk (clk),
   .rst (rst),
   .req (request_level_3),
   .grant (grant_level_3),
   .req_out   (valid),
   .grant_out (grant_index)
   );
endmodule
module Arbiter_cell #(parameter W = 4) (
  input clk,
  input rst,
  input[1:0]req,
  input[2*(W-1)-1:0] grant,
  output req_out,
  output[W-1:0] grant_out
);
wire [1:0]op1, op2;
reg priority_;
assign op1[0] = ~priority_| ~req[1];
assign op1[1] = priority_ | ~req[0];
assign op2[0] = req[0] & op1[0];
assign op2[1] = req[1] & op1[1];
assign req_out = op2[0] | op2[1];
assign grant_out[W-1] = op2[1];
assign grant_out[W-2:0] =(op2[1])? grant[2*(W-1)-1:W-1] : grant[W-2:0];
always @(posedge clk, posedge rst) begin
    if(rst)
      priority_ <= 0;
    else
      priority_ <=(req[0]|req[1])? !priority_ : priority_;
end
endmodule
module Arbiter_cell_1 (
  input clk,
  input rst,
  input[1:0]req,
  output req_out,
  output grant_out
);
wire [1:0]op1, op2;
reg priority_;
assign op1[0] = ~priority_| ~req[1];
assign op1[1] = priority_ | ~req[0];
assign op2[0] = req[0] & op1[0];
assign op2[1] = req[1] & op1[1];
assign req_out = op2[0] | op2[1];
assign grant_out = op2[1];
always @(posedge clk, posedge rst) begin
    if(rst)
      priority_ <= 0;
    else
      priority_ <=(req[0]|req[1])? !priority_ : priority_;
end
endmodule
```
**/design/flow/run.sh**
```bash
#!/bin/bash
# OpenROAD 26Q1-2900-gdf79404cd8, Yosys 0.63+post, stock flow scripts
make -C /OpenROAD-flow-scripts/flow DESIGN_CONFIG=/design/flow/config.mk WORK_HOME=/design/flow/orfs finish
```
==> results.txt <==
Implementation progress

The required time reported for the critical path endpoint stands at 4.00 ns. The fraction of the cycle the final worst path needs stands at 0.824. The number of distinct library cell variants in the gate-level netlist after synthesis stands at 32. The register-to-register setup slack stands at 4.30 ns. The initial utilization of the core area, before any placement, comes to 0.147.

The worst IR drop on VDD stands at 79.8 µV. After technology mapping, the gate count stands at 91. Among the stages of the critical path, the cell type that occurs most often is clkdlybuf4s50_1. Per the slew report, the remaining headroom to the max-slew limit stands at 0.595. The area growth from synthesis to layout is 38.0%. The count of buffer and inverter cells on the critical path stands at 2.

For this run, asynchronously set or reset flops after synthesis account for 1.00. The slew at the pin closest to its max-slew limit stands at 0.606 ns. The total number of warnings across the stage logs stands at 25. Entering global routing, the biggest net connects 16 pins.

Per the post-route antenna check, the number of violating nets is 0. The total standard cell area after synthesis stands at 951 µm². Clock tree synthesis inserted a total of 3 buffers.

The remaining design rule violation count stands at 0. The number of enable-type register cells in the synthesized netlist stands at 0. The setup skew after layout stands at 0 ns. The sum of negative setup slack stands at 0 ns.

Counting instances in the post-synthesis netlist gives the leading cell types as dfrtp_1, xnor2_1, nor2_1. The met2 usage stands at 0.0721. At the later pin of the worst-skew pair, clock insertion delay measures 0.25 ns. Total global-route track usage over all layers is 0.0467.

The critical path crosses 6 cells after its start point. In this design, the largest share of critical-path delay is due to buffers and inverters. The placement summary gives the final routability congestion estimate as 0.774. The number of maximum-capacitance violations recorded for the run is 0. The report gives the cell count of the worst hold path as 1. For the finished layout, the period the worst path requires is 4.12 ns. The script logs the ratio of routed vias to standard cells as 3.82.

Summed over all instances, the cell type with the most area after synthesis is dfrtp_1. The top cell type's share of synthesized area stands at 0.395. STA classifies the critical path endpoint as an output port. The via count of the first global-routing pass stands at 766. The final report lists the setup-violating endpoint count as 0.

The proportion of layout cells with a drive suffix above 1 stands at 0.128. The maximum clock frequency stands at 243 MHz. CTS saw 15 sinks. The worst setup path is launched from a primary input. The final timing report gives a worst setup slack of 0.882 ns.

The number of hold-repair buffers added at the cts stage stands at 0. Per the OpenROAD floorplan log, the area of the core is 6460 µm². Sorting the synthesized cells by area gives the leading types as dfrtp_1, xnor2_1, nor4_4. The worst hold path begins at arbiter_LEVEL_1[3].AB1.priority_. The hold violation total from the final report stands at 0. The quantity of gates resized following cts stands at 0.

STA lists the startpoint of the worst register-to-register path as arbiter_LEVEL_3[0].AB3.priority_. The leakage power stands at 0.482 nW. According to the report, the first pass of detailed routing completed in 4 iterations. The mean routed wirelength per cell stands at 12.2 µm. The finished layout holds 194 standard cells, fillers aside. After global routing the overflow that remains totals 0. The clock passes through at most 2 buffers.

Setup repair after global routing left no endpoint under its margin. The first-iteration detailed-routing DRC count stands at 50. Per the placement report, the placed cell count is 190. The total number of placement rows stands at 29. Walking the worst path, the cells encountered are clkdlybuf4s50_1 -> nor4_4 -> o21bai_1 -> o32a_2 -> a32o_2 -> clkdlybuf4s50_1. Global routing put the most usage on met2. Max-slew check failures listed in the final report amount to 0. Summing over every cut layer, the via total after detailed routing is 741.

The arrival time of data at the critical path endpoint stands at 3.12 ns. The power density over the cells stands at 371 nW/µm². The post-synth register bit count is 15. The top-level port count stands at 23. The peak per-stage delay on the critical path stands at 0.53 ns. The wire length of the first global-routing pass stands at 3810 µm. Note that the worst hold path type here is reg -> reg.

In the synthesized netlist the dominant register cell turns out to be dfrtp_1. The mean instance size in the synthesized netlist stands at 10.4 µm². In the global route stage, met1 resource usage came out at 0.0573. The overall routed net length stands at 2360 µm. Looking at the reg2reg group, the worst path ends at arbiter_LEVEL_3[0].AB3.priority_. The total inserted antenna cells stands at 0. Looking at the critical path, the single cell with the biggest stage delay is clkdlybuf4s50_1.

The die is 102 µm tall. After legalization and detailed placement, the total HPWL measured 1930 µm. By startpoint and endpoint, the worst setup path is classified as in -> out. The run finished with clean final reports.

The top fanout value on the critical path stands at 6. The number of levels the H-tree was split into stands at 1. TritonCTS built the clock tree. For this run, the register share of the synthesized area comes to 0.395. Post-synthesis, Yosys gives the total cell area as 951 µm². For hold timing, the worst endpoint is arbiter_LEVEL_1[3].AB1.priority_. Sorting the synthesis cell report by count puts at the top dfrtp_1.

According to the floorplan report, the die width is 102 µm. According to the timing report, the critical path is launched from req[3]. The number of buffers inserted by post-CTS setup repair stands at 0. The tree is rooted in a clkbuf_8.

The number of cells reported by Yosys stat comes to 91. STA shows the worst reg2reg path with a cell count of 1. For met3 alone, demand over resource in global routing was 0.0273. The tally of buffers added on design ports stands at 22. The total number of yosys warnings stands at 4. For reference, the clock transition at the flip-flops on the worst setup and hold paths is 0.06 ns. The number of antenna violations at the first check in global routing stands at 0. The floorplan die area stands at 10400 µm².

Before CTS, the worst setup slack after placement is 0.880 ns.
==> worst max path at each step <==
| stage | slack [ns] | endpoint |
|---|---|---|
| after CTS | 0.86 | grant_index[0] |
| after global routing | 0.78 | grant_index[0] |
| final | 0.88 | grant_index[0] |
==> cells in the final DEF, fill, tap and decap left out <==
master,n
or4_4,1
nor2_2,1
clkdlybuf4s50_1,22
o221ai_1,4
a311oi_1,1
inv_1,7
o32ai_1,1
nor2_1,9
nand3_1,3
o21ai_0,4
a32o_2,1
o21bai_1,2
nor2b_1,1
and2_1,1
nand3b_4,1
or2_2,1
clkbuf_1,1
mux2_4,1
nor4_4,3
clkbuf_8,3
xnor2_1,12
dfrtp_1,15
and3_1,1
nand2_1,3
a211oi_1,1
o22ai_1,2
nand2b_1,2
xor2_1,3
nor2b_4,1
o31a_1,1
a21oi_1,4
o32a_2,1
a221oi_1,1
o21a_4,1
or2b_1,1
==> logic make-up (layout without fill, tap and decap cells) <==
family	count (synthesis)	count (layout)	synth area share
XOR/XNOR	15	15	0.138
AND-OR/OR-AND	24	24	0.192
multiplexers	1	1	0.0158
AND/OR/NAND/NOR	29	29	0.232
flip-flops	15	15	0.395
buffers and inverters	7	33	0.0276
==> per-layer routing <==
layer,up-vias,share of wire
met2,16,0.46
met5,-,0
li1,379,-
met3,2,0.11
met4,0,0.0034
met1,344,0.43
==> layout make-up <==
| cell class | count | area (µm²) |
|---|---|---|
| clock buffers | 4 | 45.0 |
| well taps | 77 | 96.3 |
| repair buffers | 22 | 220 |
| flip-flops and latches | 15 | 375 |
| fillers | 703 | 5150 |
| multi-input cells | 69 | 549 |
| inverters | 7 | 26.3 |
==> report_power, final <==
| part | internal, mW | switching (mW) |
|---|---|---|
| Combinational | 0.105 | 0.0631 |
| Sequential | 0.174 | 0.0467 |
| Clock | 0.0564 | 0.0419 |
==> metrics by stage <==
step / utilization / power (mW) / area [µm²] / hold WS [ns]
floorplan: - / 0.326 / 951 / 0.433
global placement: 0.196 / 0.391 / 1270 / 0.448
detailed placement: 0.196 / 0.393 / 1270 / 0.448
CTS: 0.203 / 0.494 / 1310 / 0.461
global route: 0.203 / 0.527 / 1310 / 0.490
finish: 0.203 / 0.487 / 1310 / 0.462
==> flip-flops by register name, summed over array words and instances (netlist names) <==
signal and flops:
AB4.priority_ 1, arbiter_LEVEL_1.AB1.priority_ 8, arbiter_LEVEL_2.AB2.priority_ 4, arbiter_LEVEL_3.AB3.priority_ 2
No activity file was given, so power comes from the tool's default toggle rates.
