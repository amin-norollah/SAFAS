==> design/flow/run.sh <==
#!/bin/bash
# OpenROAD 26Q1-2900-gdf79404cd8, Yosys 0.63+post, stock flow scripts
make -C /OpenROAD-flow-scripts/flow DESIGN_CONFIG=/design/flow/config.mk WORK_HOME=/design/flow/orfs finish
==> design/flow/config.mk <==
export PLATFORM = sky130hd
export DESIGN_NAME = Control
export DESIGN_NICKNAME = Control
export VERILOG_FILES = /design/flow/design.v
export SDC_FILE = /design/flow/constraint.sdc
export NUM_CORES = 4
export LEC_CHECK = 1
export CORE_AREA = 10 10 110 110
export DIE_AREA = 0 0 120 120
==> design/flow/constraint.sdc <==
current_design Control

set clk_period 3.5
set clk_io_pct 0.2

create_clock -name clk0 -period $clk_period [get_ports {clk}]

set non_clock_inputs [all_inputs -no_clocks]
set_input_delay [expr $clk_period * $clk_io_pct] -clock clk0 $non_clock_inputs
set_output_delay [expr $clk_period * $clk_io_pct] -clock clk0 [all_outputs]
==> design/flow/design.v <==
`timescale 1ns / 1ns
module Control #(parameter R_Q = 64)(
      input clk,
      input rst,
      output action,
      output repair_period,
      output reg MQ_active,
      output reg subtract
   );
   reg [15:0] delay;
   reg [2:0] state;
   reg [5:0] repair_time;
   localparam SCHEDULING = 16'b0000_0000_0100_0000;  
   localparam IDLE       = 16'b0000_0001_0000_0000;  
   assign action = (rst)? 1'b0 : ~|state;
   assign repair_period = (repair_time!=0);
   always @(posedge clk or posedge rst) begin
      if(rst) begin
         state <= 2;
         subtract <= 0;
         repair_time <= 0;
         MQ_active <= 1;
         delay <= IDLE;
      end else begin
         case(state)
            3'b000:  
                    if(delay==0)begin
                        delay <= R_Q;
                        state <= 3'b001;
                    end else begin
                        delay <= delay-1;
                    end
            3'b001:  
                    if(delay==0)begin
                        state <= 3'b010;
                        subtract <= 1;
                    end else delay <= delay-1;
            3'b010:  
                    begin
                        delay <= IDLE;
                        state <= 3'b011;
                        repair_time <= R_Q/2;
                        subtract <= 0;
                        MQ_active <= 1;
                    end
            3'b011:  
                    if(delay==0)begin
                        delay <= R_Q;
                        state <= 3'b111;
                        MQ_active <= 0;
                    end else begin
                        delay <= delay-1;
                        if(repair_period) repair_time <= repair_time -1;
                    end
            3'b111:  
                    if(delay==0)begin
                        delay <= SCHEDULING;
                        state <= 3'b000;
                    end else   delay <= delay-1;
         endcase
      end
   end
endmodule
==> notes.md <==
impl run done, here's what came out: Critical Path RT=2.80 ns, setup violators final=0, Hold Crit Class=reg2reg, Slew HR=54.6%, routed vias=1342, die area=14400 µm², Layout area overhead=13.9%, Post-synth EDFFs=0, CTS tree=yes, delay of the slowest critical-path stage=0.51 ns, Leak Pwr=0.740 nW, CTS sink cnt=27, CP arrival=1.80 ns, ys flop type=dfrtp_1, area of the multi-input gates=862 µm², number of antenna violations at the first check in global routing=0, most numerous logic cell after layout=dfrtp_1, Row Count=36, CTS-repair resized insts=0, Die Ht=120 µm, Cell Chain, Critical Path=clkdlybuf4s50_1 -> nor4_1 -> clkdlybuf4s50_1, Post-route DRC=0, Yosys Instances=183, ANT cells=0, stage-log warning count=26, Max FO, Critical Path=2, Crit. End Element=output port, Critical Path Start Type=input port, post-CTS setup repair buffer count=0, first-pass GRT wire length=5550 µm, antenna-violating nets left=0, setup TNS=0 ns, post-DP HPWL=2310 µm, Final Instance Count excl. Fillers=318, total core area=9770 µm², worst skew pair latency=0.28 ns, f_max=0.400 GHz, Hold Violations, Final=0, status=finished, final reports clean, worst-margin pin slew=0.681 ns, DR iter-0 viols=87, clock buffer depth=2, FF-to-FF setup slack=1.05 ns, Post-Synthesis Cells=183, IO buf count=5, Die W=120 µm, Fill cells=1053, DR WL/cell=10.7 µm, TritonCTS Buffers=3, Final Max Slew Viols=0, IR drop worst, VDD=0.163 mV, hold_ws=0.501 ns, fin crit share=71.4%, Top-Level Pins=6, clock root buffer=clkbuf_8, most frequent cells in the layout=dfrtp_1 (24), nor2_1 (22), o21ai_0 (18), power density over the cells=272 nW/µm², Flops after synth=27, vias per inst=4.22, Unique masters post-synth=46, CP most frequent cell=clkdlybuf4s50_1, Seq share, synth=42.0%, register area=679 µm², Final Wtd Congestion=0.896, Worst Skew=0.00820 ns, RSZ-0062 raised after global routing=no, H-tree Lvls=1, FP Core Util=16.5%, critical path class=in2out, CP max stage cell=clkdlybuf4s50_1, yosys stat area=1620 µm², max_cap viols=0, fraction of layout cells with a size suffix above 1=10.3%, Syn. warnings=1, DR pass1 iterations=4, WL final=3390 µm, largest net degree at the start of global routing=28, Post-CTS Hold Buffers=0, vias in the first global route=1126, Tmin final=2.50 ns, total power=0.500 mW, CTS clk-pin slew, worst paths=0.10 ns, Inst Count DP=314, GRT Total Usage=4.43%, Syn Std Cell Area=1620 µm², Post-synth ARST share=100%, Remaining Overflow, GRT=0, synthesized area per cell=8.83 µm²
cells in the mapped netlist, types with 2 or more instances:
cell type  number  area, µm²
nor3_1          2       10.0
and4_1          2       17.5
mux2i_1         5       50.1
ha_1            3       37.5
o31ai_1         3       22.5
buf_2           3       15.0
nor3b_1         2       15.0
dfstp_2         3       78.8
inv_1           8       30.0
a21oi_1        13       65.1
o21ai_0        18       90.1
or4_1           2       15.0
xor2_1          4       35.0
a31oi_1         3       18.8
nor4_2          2       25.0
or3_1           6       37.5
dfrtp_1        24        601
or2_2           3       18.8
clkbuf_1        3       11.3
o211ai_1        2       15.0
nor2_1         22       82.6
nand2_1        14       52.6
nand3_1         6       30.0
nand4_1         4       25.0
o22ai_1         4       25.0
nand3b_1        2       15.0
worst max-delay path: cells and delay by family:
family | cells | cell delay [ns]
buffers and inverters | 2 | 0.92
AND/OR/NAND/NOR | 1 | 0.18
logic make-up (layout without fill, tap and decap cells):
kind of cell	Yosys count	after routing	synth area share (%)
flops	27	27	42.0
mux	5	5	3.10
xor+xnor	5	5	2.71
simple gates	76	76	26.1
buf+inv	16	18	4.64
fa+ha+maj	3	3	2.32
compound gates	51	51	19.1
metrics by stage:
stage               cell area (µm²)  setup slack [ns]  util, %
floorplan                      1620              1.71        -
global placement               1800              1.01     18.4
detailed placement             1800             0.973     18.4
CTS                            1840             0.978     18.8
global route                   1840             0.864     18.8
finish                         1840             0.999     18.8
layout make-up:
class	count	area share, %
multi-input combinational	140	46.8
sequential	27	36.9
tap	133	9.04
timing repair buffer	6	3.12
clock buffer	3	2.24
inverter	8	1.63
clock inverter	1	0.272
registers in the layout, indices dropped and copies added (netlist names):
name / flops
delay: 16
repair_time: 6
state: 3
MQ_active: 1
subtract: 1
path summary, 6_finish.rpt:
path	start	end	cells past startpoint
max in group asynchronous	rst	delay[8]	3
setup / recovery	rst	action	3
hold reg to reg	MQ_active	MQ_active	2
hold / removal	MQ_active	MQ_active	2
min in group asynchronous	rst	repair_time[1]	3
setup reg to reg	delay[2]	delay[8]	5
power by group:
part | leakage (nW) | internal (mW) | switching (mW) | total (mW)
Combinational | 0.363 | 0.00181 | 0.00624 | 0.00806
Sequential | 0.351 | 0.312 | 0 | 0.312
Clock | 0.0255 | 0.0799 | 0.100 | 0.180
Total | 0.740 | 0.394 | 0.107 | 0.500
per-layer routing:
metal  vias up  GRT usage, %  wire, µm
met1       633          6.50      1660
met3         2          1.29       169
li1        672             -         -
met2        35          6.46      1520
met4         0         0.603        34
met5         -             0         0
Power and IR drop assume default switching activity.
